===== /design/flow/design.v =====
module seven_segment(input [3:0]din, output reg [6:0]dout);
	always @(din)
		begin
			case(din)
                4'b0000: dout = 7'b1000000;  
                4'b0001: dout = 7'b1111001;  
                4'b0010: dout = 7'b0100100;  
                4'b0011: dout = 7'b0110000;  
                4'b0100: dout = 7'b0011001;  
                4'b0101: dout = 7'b0010010;  
                4'b0110: dout = 7'b0000010;  
                4'b0111: dout = 7'b1111000;  
                4'b1000: dout = 7'b0000000;  
                4'b1001: dout = 7'b0011000;  
                4'b1010: dout = 7'b0001000;  
                4'b1011: dout = 7'b0000011;  
                4'b1100: dout = 7'b1000110;  
                4'b1101: dout = 7'b0100001;  
                4'b1110: dout = 7'b0000110;  
                4'b1111: dout = 7'b0001110;  
				default: dout = 7'b1111111;  
			endcase
		end					
endmodule

===== /design/flow/constraint.sdc =====
current_design seven_segment

set clk_period 1.7
set clk_io_pct 0.2

create_clock -name clk0 -period $clk_period

set non_clock_inputs [all_inputs -no_clocks]
set_input_delay [expr $clk_period * $clk_io_pct] -clock clk0 $non_clock_inputs
set_output_delay [expr $clk_period * $clk_io_pct] -clock clk0 [all_outputs]

===== /design/flow/config.mk =====
export PLATFORM = sky130hd
export DESIGN_NAME = seven_segment
export DESIGN_NICKNAME = seven_segment
export VERILOG_FILES = /design/flow/design.v
export SDC_FILE = /design/flow/constraint.sdc
export NUM_CORES = 4
export LEC_CHECK = 1
export CORE_AREA = 10 10 70 70
export DIE_AREA = 0 0 80 80

===== /design/flow/run.sh =====
#!/bin/bash
# OpenROAD 26Q1-2900-gdf79404cd8, Yosys 0.63+post, stock flow scripts
make -C /OpenROAD-flow-scripts/flow DESIGN_CONFIG=/design/flow/config.mk WORK_HOME=/design/flow/orfs finish

==> job_summary.md <==
### Flow metrics

| Metric | Value |
|---|---|
| Status | finished clean |
| Highest clock rate | about 600 MHz |
| Cell with the biggest individual delay on the critical path | dlygate4sd2_1 |
| Cells along the critical path | buf_6 > inv_4 > ha_4 > nand2b_4 > o21ai_1 > a32o_1 > dlygate4sd2_1 |
| Mean cell area of the mapped netlist | 7.51 um^2 |
| Worst endpoint data arrival time | 1.31 ns |
| RSZ-0062 raised after global routing | no |
| Pin count of the biggest net entering global routing | 7 |
| Share of cells above drive strength 1 | 0.544 |
| Total power density per cell area | 218 nW/um^2 |
| Number of DRC violations after detailed-routing iteration 0 | 9 |
| Wire length of the first global-routing pass | ~1.5 mm |
| Library cells used by synthesis | 19 |
| Min-delay worst type | in -> out |
| Ys Warns | 1 |
| Actual slew at the worst max-slew pin | 0.163 ns |
| Hold violation count in the final report | 0 |
| Post-synthesis sequential area ratio | 0 |
| Count of nets left with antenna violations after detail routing | 0 |
| Total global routing overflow | 0 |
| Horiz. Die Dim | 80 um |
| Via count | 318 |
| Category of the worst setup path launch point | input port |
| Sum Neg Setup Slack | 0 ns |
| Ratio of routed vias to standard cells | ~3.1 |
| Core Density at Floorplan | 0.0747 |
| DR DRC count | 0 |
| Post-synthesis chip area from yosys | about 260 um^2 |
| Placeable core region | between 3000 and 4000 um^2 |
| Ys cells | 34 |
| Total routing resource utilization after global routing | 0.0277 |
| Hold Slack | 1.18 ns |
| Final worst-path cycle share | 0.972 |
| Number of buffers added to fix hold violations after cts | 0 |
| Launching element of the worst setup path | din[0] |
| Number of global-route vias before repair | 328 |
| Weighted congestion at the end of routability-driven global placement | 0.669 |
| Data required time at the worst endpoint | 1.36 ns |
| Time the worst path needs with I/O delays and setup | around 1.7 ns |
| Critical-path maximum fanout | 5 |
| Worst setup path category | in -> out |
| Signed area change from the synthesized netlist to the final layout | 134% |
| Delay of the slowest cell on the worst path | 0.24 ns |
| Fill cell instance count of the final layout | 385 |
| Initial DRT Pass Iterations | 2 |
| Dpl hpwl | 708 um |
| Commonest cells after routing, fill and taps aside | buf_4 (9), buf_6 (7), ha_4 (4), dlygate4sd2_1 (4) |
| Final-layout clock buffer total | 0 |
| Chip area | 6400 um^2 |
| Largest voltage drop on the vdd net | 0.0000324 V |
| Antenna cell count | 0 |
| Antenna violations before repair | 0 |
| Max capacitance violation total | 0 |
| Number of warning messages in the logs | 38 |
| Number of instances in the synthesized netlist | 34 |
| Reg area | 0 um^2 |
| Area of the mapped netlist | roughly 260 um^2 |
| Combinational gate area | 299 um^2 |
| Die height | 80 um |
| Worst relative slew slack | 0.888 |
| Final setup violation count | 0 |
| Boundary pin count | 11 |
| Average wire length per cell after detail routing | between 8 and 9 um |
| Number of rows in the core area | 21 |
| Standby leakage power | ~0.29 nW |
| Most instantiated logic cell after routing | buf_4 |
| Capturing element of the worst setup path | dout[1] |
| Number of slew-limit violations in the final report | 0 |
| Flip-flop and latch count | 0 |
| Input/output buffers | 11 |
| Final wirelength | around 900 um |
| Kind of end point of the critical path | output port |
-- through the flow --
step / worst slack (ns) / area, um^2 / power [mW] / instances / utilization
finish: 0.0479 / 597 / 0.130 / 103 / 0.175
global placement: -0.782 / 483 / 0.109 / 99 / 0.141
CTS: -0.122 / 584 / 0.128 / 103 / 0.171
detailed placement: -0.778 / 483 / 0.109 / 99 / 0.141
global route: 0.00500 / 597 / 0.143 / 103 / 0.175
floorplan: 0.287 / 255 / 0.0422 / 34 / -
-- power by group --
| group | total, mW | internal [mW] | switching (mW) |
|---|---|---|---|
| registers | 0 | 0 | 0 |
| clock network | 0 | 0 | 0 |
| logic | 0.130 | 0.0784 | 0.0520 |
-- cells in the mapped netlist, drive strengths merged --
master | n | share of area
a22o | 2 | 0.069
nor2b | 1 | 0.025
inv | 3 | 0.044
clkbuf | 1 | 0.015
a21oi | 1 | 0.020
nand3 | 1 | 0.020
mux2 | 1 | 0.044
nor2 | 4 | 0.069
mux2i | 3 | 0.12
o21ai | 4 | 0.078
ha | 6 | 0.29
nand2 | 1 | 0.015
or3b | 1 | 0.034
nand2b | 2 | 0.049
o22ai | 1 | 0.025
a32o | 1 | 0.039
buf | 1 | 0.044
-- layer usage --
layer  track usage  share of wire  routed length (um)  up-vias
met3             0         0.0022                   2        0
met1        0.0343           0.44                 403      148
li1              -              -                   -      167
met4             0              0                   0        0
met2        0.0546           0.56                 518        3
met5             0              0                   0        -
-- critical path: cells and delay by family --
family	cells	cell delay [ns]
AOI/OAI and AO/OA	2	0.26
and+or+nand+nor	1	0.07
buffers and inverters	3	0.43
adders and majority gates	1	0.21
-- cell families (layout without fill, tap and decap cells) --
family,after synthesis,after routing,synth area share
AOI/OAI and AO/OA,9,9,0.230
and+or+nand+nor,10,10,0.211
muxes,4,4,0.162
adders and majority gates,6,6,0.294
buffers and inverters,5,28,0.103
-- worst min-delay path by stage --
stage | from | to | slack (ns) | depth (start not counted)
finish | din[3] | dout[6] | 1.18 | 4
CTS | din[2] | dout[0] | 1.25 | 4
global route | din[3] | dout[0] | 1.24 | 5
-- layout make-up --
cell class,instances,area share
Multi-Input combinational cell,29,0.501
Timing Repair Buffer,25,0.371
Tap cell,46,0.0964
Inverter,3,0.0314
-- timing repair --
item / in CTS / in global routing
pin swaps: 5 / 2
setup buffers: 4 / 0
setup endpoints to repair: 7 / 5
gates cloned: 0 / 0
resized: 42 / 9
No activity file was given, so power comes from the tool's default toggle rates.
