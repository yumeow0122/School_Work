`design/flow/run.sh`:
```
#!/bin/bash
# OpenROAD 26Q1-2900-gdf79404cd8, Yosys 0.63+post, stock flow scripts
make -C /OpenROAD-flow-scripts/flow DESIGN_CONFIG=/design/flow/config.mk WORK_HOME=/design/flow/orfs finish
```
`design/flow/config.mk`:
```
export PLATFORM = sky130hd
export DESIGN_NAME = frequence_divider
export DESIGN_NICKNAME = frequence_divider
export VERILOG_FILES = /design/flow/design.v
export SDC_FILE = /design/flow/constraint.sdc
export NUM_CORES = 4
export LEC_CHECK = 1
export CORE_UTILIZATION = 40
```
`design/flow/constraint.sdc`:
```
current_design frequence_divider

set clk_period 23.7
set clk_io_pct 0.2

create_clock -name clk0 -period $clk_period [get_ports {iClk}]

set non_clock_inputs [all_inputs -no_clocks]
set_input_delay [expr $clk_period * $clk_io_pct] -clock clk0 $non_clock_inputs
set_output_delay [expr $clk_period * $clk_io_pct] -clock clk0 [all_outputs]
```
`design/flow/design.v`:
```
module frequence_divider(input iClk, output reg oClk);
	integer count;
	parameter RATE =  50000000 ;
	initial 
		count = 0;
	always @(posedge iClk)
		begin 
			if(count < RATE/2)
				oClk = 1;
			else
				oClk = 0;
			count = (count + 1) % RATE;
		end 
endmodule 
```
==> notes.md <==
Averaged over all synthesized cells, the footprint is 7.08 um^2. Yosys reports that the most numerous cell types are nor2_1, nand2_1, xnor2_1, a21oi_1, o21ai_0. The share of layout cells above drive strength 1 came out at 0.103. The tools report the count of synthesis-stage warnings from yosys as 1. Number of buffers created by CTS: 5. The synthesized netlist occupies a cell area of 8140 um^2. The slowest stage of the critical path belongs to the cell or4_1. The post-CTS hold buffer count recorded in the log is 0. With the relative area change from synthesis to final layout at 3.99%, the power density over cell area is 15.3 nW/um^2.

For the number of top-level pins, the log shows 2. With the deepest level of the CTS H-tree at 2, the maximum number of pins on one net before global-route repair is 32. After the first detailed-routing iteration, the DRC count stood at 781. In the final layout, flip-flops and latches occupy 661 um^2.

The run gives 1378 for the number of placed instances with taps included. The cell total in the yosys stat output was 1151; the async set-or-reset flop fraction in the synthesized netlist was 0. The global-route wire length before repair was 44700 um.

The later pin in the worst-skew pair is clocked with a latency of 0.27 ns. Looking at the post-CTS report, the setup buffer insertion count equals 0. In the final report, the number of hold violations comes to 0. The smallest clock period supported by the final layout is computed as 13.42 ns. Setup violations remaining at the end of the flow were counted as 0. Per the run summary, max-cap violations total 0.

Per the OpenROAD floorplan log, the area of the core is 19700 um^2. STA classifies the critical path startpoint as a register. Yosys instantiated no cell more often than nor2_1. The kind of cell adding the most delay to the critical path is AND-OR/OR-AND gates.

Looking at the critical path, the highest net fanout was 26. The number of cell rows is 51, and the part of the cycle the worst path needs is 0.566. The script logs the mean routed wire length per placed instance as 20.2 um. After technology mapping, the gate count stands at 1151.

The routability congestion estimate was 1.03; the clock transition at the registers of the reported paths was 0.05 ns. The horizontal die dimension works out to 145 um. Across the VDD grid, the largest voltage drop is 0.0231 mV. For the final database, setup skew stands at 0.00365 ns. The most used cell along the critical path was xnor2_1. The die is 145 um tall.

Pins over their slew limit in the final report were tallied at 0. The pre-antenna-repair detailed-routing pass consisted of 5 iterations. The area of the multi-input gates was 7190 um^2; the delay contributed by the slowest stage of the critical path was 0.78 ns.

The required time at the worst-slack endpoint is 23.85 ns. Summing internal, switching and leakage power gives 130 uW. According to the dpl log, the detail-placed design has an HPWL of 22800 um.

Antenna repair during routing inserted a diode count of 0. For the core utilization at floorplan, the log shows 0.413. The count of input and output buffers was 1; the pre-CTS worst setup slack was 10.58 ns.

The worst path buffer plus inverter count is 1, and the final total negative setup slack is 0 ns. The logs give 0.544 ns for the worst slack on hold paths and 9044 for the number of vias in the routed layout. The worst setup path is captured at a register. The pin slew with the least headroom to its limit was 0.888 ns. For the number of distinct standard cells referenced by the synthesized netlist, the log shows 119. Setup repair after global routing left no endpoint under its margin. The run gives 13.57 ns for the worst endpoint data arrival time. By area the synthesized netlist is led by xnor2_1, dfxtp_1, nor2_1. Worst min-delay path category: register to register. For the die area, the log shows 20900 um^2.

The tools report the worst-case setup margin in the final layout as 10.28 ns. The run finished with clean final reports. For the via count of the first global-routing pass, the log shows 8168.

The total cell area reported by yosys after synthesis is 8140 um^2, and the via density per instance is 6.53. In the final layout, the fill cell count is 2065. The biggest area consumer among synthesized cells is xnor2_1.

The cell at the root of the clock tree is clkbuf_16. The number of warnings in the stage logs came out at 26. In the post-route report, total wirelength is listed as 28000 um. The number of enable flip-flop cells works out to 0. The global-route usage over all layers is 0.277. The setup path with the least slack is of type register to register. The flop and latch count out of synthesis was 33; the highest clock rate was 74.5 MHz. The run gives 1386 for the post-layout instance count excluding filler cells.

TritonCTS built the clock tree. The detail route stage leaves a number of antenna-violating nets equal to 0. The run gives 2 for the number of buffers on the longest clock path. TritonRoute reported its final design rule violation total as 0. Summed over all layers, the global routing overflow is 0.

The run gives 0 for the number of antenna violations at the first check in global routing. In the synthesized netlist the dominant register cell turns out to be dfxtp_1. The run gives 0.407 for the worst relative slew slack. With the portion of the post-synthesis area used by sequential elements at 0.0811, the clock sink count is 33. For the static leakage, the log shows 2.49 nW. The area fraction of the dominant cell type after synthesis is 0.108. Gates resized during post-CTS repair numbered 0.
[layout make-up]
class | instances | share of cell area
inverters | 17 | 0.00753
clock inverters | 1 | 0.00355
repair buffers | 7 | 0.00650
multi-input cells | 1056 | 0.848
well taps | 265 | 0.0391
clock buffers | 7 | 0.0168
flip-flops and latches | 33 | 0.0780
[sequential cells by signal, indices dropped and copies added (netlist names)]
register / flops
count: 32
oClk: 1
[kinds of logic (layout without fill, tap and decap cells)]
family	after synthesis	count (layout)	synth area share
flops	33	33	0.0811
compound gates	358	358	0.334
xor+xnor	144	144	0.162
simple gates	532	532	0.357
mux	17	17	0.0220
buf+inv	62	32	0.0369
fa+ha+maj	5	5	0.00676
[per-stage QoR]
stage | area, um^2 | util
floorplan | 8140 | -
global placement | 8300 | 0.421
detailed placement | 8300 | 0.421
CTS | 8470 | 0.430
global route | 8470 | 0.430
finish | 8470 | 0.430
[layout by cell type, fill, tap and decap left out, drive strengths merged, types with 5 or more instances in the layout]
| cell type | count |
|---|---|
| xor2 | 42 |
| a221oi | 6 |
| a211oi | 22 |
| dfxtp | 33 |
| inv | 17 |
| o2111ai | 7 |
| nor3 | 57 |
| and3 | 19 |
| o31a | 9 |
| nand3 | 49 |
| and2 | 21 |
| mux2i | 13 |
| buf | 6 |
| clkbuf | 7 |
| nor2b | 5 |
| o22ai | 14 |
| a32oi | 8 |
| o211ai | 22 |
| a31oi | 27 |
| or4 | 7 |
| a21oi | 67 |
| nand4b | 5 |
| nand2 | 113 |
| nand2b | 9 |
| nand4 | 29 |
| o21ai | 73 |
| or2 | 27 |
| nor2 | 119 |
| xnor2 | 101 |
| a31o | 7 |
| and4 | 14 |
| nor4 | 37 |
| o21a | 11 |
| or3 | 8 |
| a211o | 5 |
| o31ai | 15 |
[final timing paths]
kind,startpoint,endpoint,slack (ns),cells past startpoint
hold / removal,count[0],count[0],0.54,1
setup reg to reg,count[12],count[25],10.28,34
setup / recovery,count[12],count[25],10.28,34
hold reg to reg,count[0],count[0],0.54,1
[report_power, final]
| part | total, mW | leakage, nW | internal [mW] | switching [mW] |
|---|---|---|---|---|
| logic | 0.00000214 | 2.14 | 0 | 0 |
| registers | 0.0556 | 0.266 | 0.0556 | 0 |
| clock network | 0.0743 | 0.0841 | 0.0524 | 0.0219 |
[metal layers]
layer | GRT usage | up-vias | wire length, um
li1 | - | 4379 | -
met1 | 0.405 | 4241 | 13000
met2 | 0.431 | 354 | 12400
met3 | 0.0258 | 70 | 1580
met4 | 0.0898 | 0 | 1030
met5 | 0 | - | 0
No activity file was given, so power comes from the tool's default toggle rates.
